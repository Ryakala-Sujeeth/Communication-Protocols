`run.sh`:
```
#!/bin/bash
# OpenROAD 26Q1-2900-gdf79404cd8, Yosys 0.63+post, stock flow scripts
make -C /OpenROAD-flow-scripts/flow DESIGN_CONFIG=/design/flow/config.mk WORK_HOME=/design/flow/orfs finish
```
`config.mk`:
```
export PLATFORM = sky130hd
export DESIGN_NAME = top_module
export DESIGN_NICKNAME = top_module
export VERILOG_FILES = /design/flow/design.v
export SDC_FILE = /design/flow/constraint.sdc
export NUM_CORES = 4
export LEC_CHECK = 1
export CORE_UTILIZATION = 30
```
`constraint.sdc`:
```
current_design top_module

set clk_period 5.2
set clk_io_pct 0.2

create_clock -name clk0 -period $clk_period [get_ports {clk}]

set non_clock_inputs [all_inputs -no_clocks]
set_input_delay [expr $clk_period * $clk_io_pct] -clock clk0 $non_clock_inputs
set_output_delay [expr $clk_period * $clk_io_pct] -clock clk0 [all_outputs]
```
`design.v`:
```
`timescale 1ns / 1ps
module baud_rate_gen(
    input clk,
    output reg baud_clk
    );integer count=1;
    initial
    begin
    baud_clk<=1;
    end
    always@(posedge clk)
    begin
    if(count==5158)
    begin
    baud_clk=~baud_clk;
    count=1;
    end
    else
    begin
    count<=count+1;
    end
    end
endmodule
`timescale 1ns / 1ps
module FSM(
    input [0:7]data,
    input start,
    input clk,
    output reg tx_out=1
    );parameter idle=2'b00,data_load=2'b01,data_shift=2'b10;
    reg [1:0]ps=idle;reg[10:0]tmp;reg parity;integer bit_cout=1;
    always@(posedge  clk)
    begin
    if(ps==idle)
    begin
    ps<=data_load;
    parity<=data[0]^data[1]^data[2]^data[3]^data[4]^data[5]^data[6]^data[7];
    end
    else
    ps<=idle;
    if(ps==data_load)
    begin
    tmp<={1'b0,data,parity,1'b1};
    ps<=data_shift;
    bit_cout=1;
    end
    if(ps==data_shift)
    begin
    if(bit_cout!=11)
    begin
    tx_out<=tmp[10];
    tmp<=tmp<<1;
    bit_cout=bit_cout+1;
    ps<=data_shift;
    end
    else
    begin
    ps<=idle;
    bit_cout=0;
    tx_out<=1'b1;
    end
    end
    end
endmodule
`timescale 1ns / 1ps
module rfsm(
    input clk,        
    input rx,             
    output reg [7:0] data_out,  
    output reg rx_ready        
);
parameter START = 2'b01;
parameter DATA = 2'b10;
parameter PARITY = 2'b11;
parameter STOP=3'b100;
reg [2:0] state;
reg [8:0] shift_reg;
reg [3:0] bit_count;
reg parity;  
initial begin
    state <= START;
    shift_reg <= 8'h00;
    bit_count <= 4'd1;
    rx_ready <= 1'b1;
    parity<=1'b0;
    data_out<=1'b0;
end
always @(posedge clk)
begin
    case (state) 
        START: begin
            if (!rx)
                state <= DATA;
                rx_ready<=0;
        end
        DATA: begin
            if (bit_count < 4'd8)
            begin
                shift_reg[0] = rx;
                shift_reg=shift_reg<<1;
                bit_count <= bit_count + 4'd1;
                parity<=rx^parity;
            end
            else
            begin
                state <= PARITY;
                bit_count<=4'd1;
            end
        end
        PARITY: begin
            if (rx == parity)
            begin
            data_out = shift_reg;
                state <= STOP;
            end
            else
                state <= START;  
        end
        STOP: begin
        if(rx==1'b1)
        begin
        rx_ready<=1'b1;
        state<=START;
        end
        end
    endcase
end
endmodule
`timescale 1ns / 1ps
module top_module(input [7:0] data,
input start,
input clk,
input rx,
output[7:0] data_out,
output rx_ready,
output tx_out
    );wire baud_clk;
    baud_rate_gen A(.clk(clk),.baud_clk(baud_clk));
    FSM C(.data(data),.start(start),.clk(baud_clk),.tx_out(tx_out));
    rfsm D(.data_out(data_out),.clk(baud_clk),.rx(rx),.rx_ready(rx_ready));
endmodule
```
==> flow_summary.ini <==
; generated from flow reports
[flow_run]
tool_warnings = 29
maxCapViolations = 0

[setup_path]
worstPathMaxFanout = 6
start_kind = flip-flop
crit_path_end_kind = flip-flop
crit_type = reg2reg
cp.arrival_ns = 2.38
required_ns = 5.36

[grt]
grt_max_degree = 71
grt_antenna_before_repair = 0
grt_use_total_pct = 10.4
grt_pass1_wl_um = 14100
grt_pass1_vias = 3034
gr-total-overflow = 0

[floorplanning]
die_h_um = 128
die_w_um = 128
initCoreUtil_pct = 31.1
ios = 21
rows = 45
core_um2 = 15300
die_area_um2 = 16400

[sta]
unclocked_pins = 70
untimed_endpoints = 104
setup_viol = 0
rsz0062_at_grt = false
period_minus_slack_ns = 2.22
relSlewSlack_pct = 39.8
whs_ns = 0.458
skew_ns = 0.00294
fin_crit_sh_pct = 42.7
drv_slew = 0
fin_setup_tns_ns = 0
hold_viol = 0
max_freq_ghz = 0.450
tightestPinTransition_ns = 0.895

[clocking]
cts_tree = built
cts_buffers = 5
clk_transition_reported_paths_ns = 0.05
ctsResizeCount = 0
post-cts-setup-buffers = 0
cts_buffer_depth = 2
cts-root-buf = clkbuf_16
h-tree-depth = 2
worstSkewPairLatency_ns = 0.27
holdBufCountCts = 0

[route]
drtIter0Drc = 162
vias_per_cell = 4.68
ant_nets = 0
diodes = 0
drc = 0
vias = 3312
drt-total-wl_um = 8000
dr.pass1.iters = 6
routedWlPerCell_um = 11.3

[power_and_ir_drop]
ir_worst_vdd_v = 0.000183
leakagePower_nw = 1.76
powerDensity_nw_per_um2 = 104

[synth]
syn_avg_cell_area_um2 = 9.90
ys.flop_type = dfxtp_1
synth-edff-count = 26
largest_area_cell = dfxtp_1
ys_chip_area_um2 = 4760
top_area_share_pct = 32.4
yosysCellCount = 481
synthesis.area_um2 = 4760
synth.distinct_cells = 54
netlist_instances = 481
seq_area_frac_synth_pct = 48.8
yosys_warnings = 3
ys_top_cells_by_area = dfxtp_1, edfxtp_1, xnor2_1
ys_async_sr_fraction_pct = 0
ys.flops = 103

[placed_design]
placed_cell_area_um2 = 5160
gp_congestion = 0.815
portBuffers = 18
dp_hpwl_um = 5660

[run_status]
outcome = finished, final reports clean

[layout]
fin_area_um2 = 5300
syn2layout_area_growth_pct = 11.3
drive_above_1_share_pct = 6.85
final_util_pct = 34.6

[min_path]
hold_class = reg2reg
[Yosys cell counts, types with 2 or more instances]
| cell type | number |
|---|---|
| dfxtp_1 | 77 |
| nand2_1 | 53 |
| xnor2_1 | 40 |
| nor2_1 | 33 |
| edfxtp_1 | 26 |
| o21ai_0 | 23 |
| nand3_1 | 21 |
| nand4_1 | 18 |
| nand2b_1 | 16 |
| and3_1 | 15 |
| nor2b_1 | 14 |
| xor2_1 | 14 |
| nor4_1 | 12 |
| nor3_1 | 11 |
| mux2i_1 | 10 |
| a21oi_1 | 9 |
| clkbuf_1 | 9 |
| inv_1 | 8 |
| ha_1 | 7 |
| mux2_2 | 7 |
| and4b_1 | 4 |
| a31oi_1 | 3 |
| and4_1 | 3 |
| buf_2 | 3 |
| nand4b_1 | 3 |
| nor4b_1 | 3 |
| a21o_1 | 2 |
| and2_1 | 2 |
| and3b_1 | 2 |
| buf_6 | 2 |
| nand3_2 | 2 |
| nor4_2 | 2 |
| nor4_4 | 2 |
| or2_2 | 2 |
| or3_1 | 2 |
| or3_4 | 2 |
| or4_4 | 2 |
[worst max-delay path, stage by stage, from the launching register on]
cell	delay (ns)
dfxtp_1	0.40
ha_1	0.24
nand2_1	0.11
nor4_1	0.73
and3_1	0.35
nand4_1	0.13
xnor2_1	0.14
[per-layer routing]
| metal | wire, um | GRT usage, % | vias to the layer above |
|---|---|---|---|
| li1 | - | - | 1726 |
| met1 | 4240 | 16.7 | 1532 |
| met2 | 3430 | 15.8 | 49 |
| met3 | 289 | 1.62 | 5 |
| met4 | 38 | 0.623 | 0 |
| met5 | 0 | 0 | - |
[logic make-up (layout without fill, tap and decap cells)]
| group | Yosys count | count (layout) | share of synthesized area (%) |
|---|---|---|---|
| mux | 17 | 17 | 3.76 |
| fa+ha+maj | 7 | 7 | 1.84 |
| other cells | 1 | 1 | 0.0788 |
| simple gates | 232 | 232 | 28.0 |
| compound gates | 44 | 44 | 5.31 |
| flops | 103 | 103 | 48.8 |
| buf+inv | 23 | 38 | 2.29 |
| xor+xnor | 54 | 54 | 9.94 |
[where the power goes]
part	switching [W]	total [W]	internal [W]
Combinational	0.00000820	0.0000204	0.0000122
Sequential	0	0.000256	0.000256
Clock	0.0000974	0.000273	0.000175
Total	0.000106	0.000549	0.000443
[path summary, 6_finish.rpt]
check	from	end	slack [ns]	cells after the start
worst max-delay path	A.count[0]	A.count[30]	2.98	6
worst min-delay path	A.count[31]	A.count[31]	0.46	1
worst max register to register	A.count[0]	A.count[30]	2.98	6
worst min register to register	A.count[31]	A.count[31]	0.46	1
[layout make-up]
| type | count | area (um^2) |
|---|---|---|
| multi-input cells | 355 | 2330 |
| well taps | 211 | 264 |
| flip-flops and latches | 103 | 2320 |
| inverters | 8 | 30.0 |
| clock buffers | 6 | 129 |
| fillers | 1513 | 10000 |
| clock inverters | 2 | 10.0 |
| repair buffers | 22 | 210 |
[cells in the final DEF (no fill, tap or decap), types with 10 or more instances in the layout]
cell type	count
edfxtp_1	26
nor3_1	11
clkdlybuf4s50_1	18
xnor2_1	40
nand3_1	21
mux2i_1	10
xor2_1	14
nor4_1	12
dfxtp_1	77
o21ai_0	23
and3_1	15
nor2b_1	14
nand2b_1	16
nor2_1	33
nand2_1	53
nand4_1	18
[metrics by stage]
step                      setup WS, ns  cells  power [W]
after floorplan                   3.44    481   0.000271
after global placement            2.98    699   0.000281
after detailed placement          3.04    699   0.000281
after CTS                         3.00    707   0.000555
after global routing              2.79    707   0.000569
final                             2.98    707   0.000549
No activity file was given, so power comes from the tool's default toggle rates.
